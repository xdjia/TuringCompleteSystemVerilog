[./config.mk]
export PLATFORM = sky130hd
export DESIGN_NAME = Counter
export DESIGN_NICKNAME = Counter
export VERILOG_FILES = /design/flow/design.v
export SDC_FILE = /design/flow/constraint.sdc
export NUM_CORES = 4
export LEC_CHECK = 1
export CORE_AREA = 10 10 70 70
export DIE_AREA = 0 0 80 80
[./constraint.sdc]
current_design Counter

set clk_period 1.4
set clk_io_pct 0.2

create_clock -name clk0 -period $clk_period [get_ports {clk}]

set non_clock_inputs [all_inputs -no_clocks]
set_input_delay [expr $clk_period * $clk_io_pct] -clock clk0 $non_clock_inputs
set_output_delay [expr $clk_period * $clk_io_pct] -clock clk0 [all_outputs]
[./design.v]
module Counter (
    input  logic clk,
    input  logic rst,
    input byte in,
    output byte  out
);
  always_ff @(posedge clk) begin
    if (rst) begin
      out <= in;
    end else begin
      out <= out + 1;
    end
  end
endmodule
module Counter_AsyncReset (
    input  logic clk,
    input  logic arstn,
    output byte  out
);
  always_ff @(posedge clk or negedge arstn) begin
    if (!arstn) begin
      out <= 0;
    end else begin
      out <= out + 1;
    end
  end
endmodule
[./run.sh]
#!/bin/bash
# OpenROAD 26Q1-2900-gdf79404cd8, Yosys 0.63+post, stock flow scripts
make -C /OpenROAD-flow-scripts/flow DESIGN_CONFIG=/design/flow/config.mk WORK_HOME=/design/flow/orfs finish
==> impl_summary.log <==
[metrics] run summary
INFO  metric setup_violations = 0
INFO  metric power.static_leakage = 0.289 nW
INFO  metric syn_area = 377 um^2
INFO  metric achievable_frequency = 739 MHz
INFO  metric detail_route.first_pass.iterations = 4
INFO  metric globalRouteOverflowTotal = 0
INFO  metric io_buffer_count = 17
INFO  metric final_core_util = 20.4%
INFO  metric detail_route.wirelength = 1140 um
INFO  metric drt-initial-drc-count = 4
INFO  metric outcome = complete, no violations
INFO  metric grt_first_pass_wirelength = 1730 um
INFO  metric totalNegativeSetupSlack = 0 ns
INFO  metric grt_antenna_before_repair = 0
INFO  metric top_regs = out (8)
INFO  metric timing.critical_path.buf_inv = 1
INFO  metric crit_path_top_delay_cell = clkdlybuf4s50_1
INFO  metric globalRouteMet1Util = 4.08%
INFO  metric std_cell_rows = 21
INFO  metric dpl.hpwl = 950 um
INFO  metric cells_after_synth = 44
INFO  metric timing.final.max_slew_violations = 0
INFO  metric largest_register_ffs = 8
INFO  metric vdd.ir_drop.worst = 0.566 mV
INFO  metric via_count_of_the_first_global_routing_pass = 372
INFO  metric root_buffer = clkbuf_4
INFO  metric synth_stat.cells = 44
INFO  metric kind_of_launch_point_of_the_worst_setup_path = flip-flop
INFO  metric layout-drive-gt1-share = 28.6%
INFO  metric number_of_flip_flops_and_latches_in_the_synthesized_netlist = 8
INFO  metric finalHoldViolations = 0
INFO  metric clock_sink_count = 8
INFO  metric yosysWarningCount = 1
INFO  metric ant_nets = 0
INFO  metric gr-max-usage-layer = met2
INFO  metric initCoreUtil = 11.0%
INFO  metric design.core.area = 3420 um^2
INFO  metric insertion_delay = 0.25 ns
INFO  metric clk_transition_reported_paths = 0.05 ns
INFO  metric cp_top_family = buffers and inverters
INFO  metric worstSetupEndpointType = output port
INFO  metric pin_count_of_the_biggest_net_entering_global_routing = 9
INFO  metric global_route.usage.met3 = 2.16%
INFO  metric grt_use_met2 = 5.30%
INFO  metric worst_ep_required_time = 1.12 ns
INFO  metric tritoncts.num_buffers = 3
INFO  metric timing.clock.skew = 0.00246 ns
INFO  metric cts_tree = done
INFO  metric syn_area_per_cell = 8.56 um^2
INFO  metric final_min_period_over_clock_period = 96.6%
INFO  metric holdBufCountCts = 0
INFO  metric synthToLayoutAreaGrowth = 84.7%
INFO  metric yosys.stat.chipArea = 377 um^2
INFO  metric lay_top_cells = 13 x clkdlybuf4s50_1, 9 x nand2_1, 8 x buf_4
INFO  metric p_per_area = 947 nW/um^2
INFO  metric die_width = 80 um
INFO  metric grt_usage = 3.43%
INFO  metric max_slew_headroom = 87.8%
INFO  metric gpl.final_weighted_congestion = 0.725
INFO  metric hold_path_class = reg -> reg
INFO  metric log.warning_count = 25
INFO  metric final_period_minus_worst_setup_slack = 1.35 ns
INFO  metric die_height = 80 um
INFO  metric post_synth_num_cell_types = 14
INFO  metric critical_path_fanout_max = 4
INFO  metric cts_max_level = 1
INFO  metric avgRoutedWirePerCell = 9.82 um
INFO  metric regMostFlops = out
INFO  metric filler_cell_count = 394
INFO  metric worst_ep_arrival_time = 1.07 ns
INFO  metric slowest_delay = 0.47 ns
INFO  metric dieArea = 6400 um^2
INFO  metric grt_setup_unrepaired = no
INFO  metric drv_cap = 0
INFO  metric vias_per_cell = 3.42
INFO  metric least_margin_pin_slew = 0.183 ns
INFO  metric dominant_logic_cell_type_in_the_layout = clkdlybuf4s50_1
INFO  metric criticalPathCategory = reg -> out
INFO  metric insertedDiodeCount = 0
INFO  metric clock_path_buffers = 2
INFO  metric routed-via-count = 397
INFO  metric io-pin-count = 18
INFO  metric seq_area_frac_synth = 42.5%
INFO  metric drcViolationCount = 0
INFO  metric crit_path_cell_trace = clkdlybuf4s50_1
## power by group
part | leakage (nW) | internal, W | total, W | switching (W)
Sequential | 0.0691 | 0.000266 | 0.000291 | 0.0000251
Combinational | 0.206 | 0.000129 | 0.000192 | 0.0000624
Clock | 0.0138 | 0.0000981 | 0.000176 | 0.0000781
Total | 0.289 | 0.000493 | 0.000659 | 0.000166
## cells by family after synthesis
| kind of cell | share of synthesized area [%] |
|---|---|
| simple gates | 30.9 |
| mux | 2.99 |
| flops | 42.5 |
| xor+xnor | 6.98 |
| compound gates | 9.30 |
| fa+ha+maj | 3.32 |
| buf+inv | 3.99 |
## area by class of cell
| type | instances | area (um^2) | area share (%) |
|---|---|---|---|
| Clock buffer | 3 | 22.5 | 3.24 |
| Multi-Input combinational cell | 34 | 201 | 29.0 |
| Timing Repair Buffer | 25 | 236 | 34.0 |
| Tap cell | 46 | 57.6 | 8.27 |
| Sequential cell | 8 | 178 | 25.5 |
## synthesized netlist by cell type (all sizes together)
| library cell | count | area, um^2 |
|---|---|---|
| nand2 | 9 | 33.8 |
| mux2 | 1 | 11.3 |
| nand4 | 1 | 6.26 |
| xnor2 | 1 | 8.76 |
| xor2 | 2 | 17.5 |
| nor2b | 3 | 18.8 |
| ha | 1 | 12.5 |
| or4 | 3 | 22.5 |
| dfxtp | 8 | 160 |
| buf | 2 | 15.0 |
| o21ai | 7 | 35.0 |
| nand3 | 6 | 35.0 |
## worst paths after layout
path,from,end,slack [ns],depth (start not counted)
worst max register to register,out[0],out[6],0.16,4
worst min-delay path,out[0],out[0],0.46,1
worst max-delay path,out[2],out[2],0.05,1
worst min register to register,out[0],out[0],0.46,1
## metal layers
metal / share of wire, % / up-vias
met5: 0 / -
met4: 0.35 / 0
met3: 8.9 / 2
met2: 43 / 15
met1: 48 / 174
li1: - / 206
## per-stage QoR
step	total power (W)	hold slack [ns]	cell area [um^2]	setup WS [ns]	std cells
floorplan	0.000350	0.389	377	0.211	44
global placement	0.000458	0.482	612	-0.0356	108
detailed placement	0.000462	0.503	612	-0.0621	108
CTS	0.000646	0.478	644	0.000201	111
global route	0.000713	0.479	696	0.00646	116
finish	0.000659	0.461	696	0.0473	116
## what timing repair did
item / CTS / global route
endpoints found under the setup margin: 5 / 7
resized: 8 / 7
setup buffers: 0 / 5
cloned: 0 / 0
No activity file was given, so power comes from the tool's default toggle rates.
