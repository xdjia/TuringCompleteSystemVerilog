==> ./design.v <==
module SignedNegator (
    input byte x, output byte neg_x
);
    assign neg_x = ~x + 1;
endmodule
==> ./run.sh <==
#!/bin/bash
# OpenROAD 26Q1-2900-gdf79404cd8, Yosys 0.63+post, stock flow scripts
make -C /OpenROAD-flow-scripts/flow DESIGN_CONFIG=/design/flow/config.mk WORK_HOME=/design/flow/orfs finish
==> ./config.mk <==
export PLATFORM = sky130hd
export DESIGN_NAME = SignedNegator
export DESIGN_NICKNAME = SignedNegator
export VERILOG_FILES = /design/flow/design.v
export SDC_FILE = /design/flow/constraint.sdc
export NUM_CORES = 4
export LEC_CHECK = 1
export CORE_AREA = 10 10 70 70
export DIE_AREA = 0 0 80 80
==> ./constraint.sdc <==
current_design SignedNegator

set clk_period 2.4
set clk_io_pct 0.2

create_clock -name clk0 -period $clk_period

set non_clock_inputs [all_inputs -no_clocks]
set_input_delay [expr $clk_period * $clk_io_pct] -clock clk0 $non_clock_inputs
set_output_delay [expr $clk_period * $clk_io_pct] -clock clk0 [all_outputs]
==> CHANGELOG.md <==
## Implementation

- Storage cell area: 0 µm²
- Die X-Extent: 80 µm
- Leak pwr: 0.143 nW
- Tightest Hold Check Type: input pin to output pin
- Die area: 6400 µm²
- Drt first-iter violations: 0
- OpenROAD warning count: 32
- Signed area change from the synthesized netlist to the final layout: 195%
- Placed wire-length estimate after detailed placement: 558 µm
- Cycle use final: 0.963
- Share of layout cells above drive strength 1: 0.282
- Number of different library cells in the post-synthesis netlist: 11
- Total of endpoints with negative setup slack in the final report: 0
- Critical path required time: 1.92 ns
- Vias in the first global route: 202
- Worst-case setup slack after placement: -0.325 ns
- Category of the worst setup path launch point: input pin
- Top-Level Pins: 16
- Count of synthesis-stage warnings from yosys: 0
- Gate count of the mapped netlist: 18
- First-pass GRT wire length: 1.02 mm
- Sequential share of the synthesized area: 0
- Fraction of the core area occupied by cells at floorplan: 0.0403
- Core region area: 3420 µm²
- Worst-path fanout max: 2
- Y dimension of the die: 80 µm
- Critical path type: input pin to output pin
- Via count normalized by instance count: 2.32
- Rows: 21
- IR Drop Worst-Case VDD: 0.0156 mV
- Commonest Layout Cell: sky130_fd_sc_hd__clkdlybuf4s50_1
- Worst setup slack after layout: 0.0883 ns
- Sum of internal, switching and leakage power: 56.5 µW
- Number of hold violations in the final report: 0
- # placed instances: 84
- Total Routed Length: 674 µm
- Capturing element type of the critical path: output pin
- Mean instance size in the synthesized netlist: 7.65 µm²
- Relative slew margins: 0.795
- Post-cts hold-fix buffer tally: 0
- Time the worst path needs with I/O delays and setup: 2.31 ns
- Mapped Area: 138 µm²
- Count of cells along the worst hold path: 5
- Max_cap viols: 0
- Gpl congestion: 0.774
- CP Data Arrival Time: 1.83 ns
- Peak clock frequency supported by timing: 0.433 GHz
- Layout clock buffers: 0
- Number of sequential storage elements: 0
- Cells in synth_stat.txt: 18
- Setup repair after global routing missed its margin: no
- Run status: completed
- Fin cells: 85
- Final-layout setup total negative slack: 0 ns
- Antenna violations before repair: 0
- Pin slew with the least headroom to its limit: 0.307 ns
- Total power divided by cell area: 139 nW/µm²
- Commonest cells after routing, fill and taps aside: sky130_fd_sc_hd__clkdlybuf4s50_1, sky130_fd_sc_hd__dlygate4sd2_1, sky130_fd_sc_hd__buf_4, sky130_fd_sc_hd__xnor2_1
- Global-route total usage across every layer: 0.0189
- Number of max-slew violations in the final report: 0
- Remaining design rule violation count: 0
- # diodes: 0
- DR pass1 iterations: 1
- Total congestion overflow: 0
- Wire length per cell: 7.93 µm
- Largest net degree at the start of global routing: 5
- Area reported by Yosys stat: 138 µm²
- Number of port buffers: 16
- Total via count in the routed design: 197
- Residual antenna-violating net count after detailed routing: 0
[final timing paths]
path	to	startpoint	slack, ns
hold / removal	neg_x[7]	x[1]	1.58
setup / recovery	neg_x[7]	x[1]	0.09
[where the power goes]
group          switching [mW]  internal, mW  total (mW)  leakage [nW]
Combinational          0.0186        0.0379      0.0565         0.143
Clock                       0             0           0             0
Sequential                  0             0           0             0
Total                  0.0186        0.0379      0.0565         0.143
[per-stage QoR]
stage                      util  area, µm²  hold WS, ns
after global placement    0.113        385         1.91
after detailed placement  0.113        385         1.90
after global routing      0.119        405         1.63
final                     0.119        405         1.58
after CTS                 0.115        394         1.58
after floorplan               -        138        0.989
[cells by family (layout without fill, tap and decap cells)]
logic type	after synthesis	after routing	synth area share
simple gates	8	8	0.418
buf+inv	3	24	0.109
xor+xnor	6	6	0.382
fa+ha+maj	1	1	0.0909
[synthesized netlist by cell type]
cell / number / area, µm²
sky130_fd_sc_hd__buf_4: 1 / 7.51
sky130_fd_sc_hd__ha_1: 1 / 12.5
sky130_fd_sc_hd__inv_1: 2 / 7.51
sky130_fd_sc_hd__nand2_1: 1 / 3.75
sky130_fd_sc_hd__nand3_1: 1 / 5.00
sky130_fd_sc_hd__nor2_1: 3 / 11.3
sky130_fd_sc_hd__nor3_1: 1 / 5.00
sky130_fd_sc_hd__nor4_4: 1 / 21.3
sky130_fd_sc_hd__or4_4: 1 / 11.3
sky130_fd_sc_hd__xnor2_1: 4 / 35.0
sky130_fd_sc_hd__xor2_1: 2 / 17.5
[per-layer routing]
metal / wire (µm) / global-route usage / vias up
li1: - / - / 101
met1: 268 / 0.0250 / 82
met2: 249 / 0.0249 / 14
met3: 157 / 0.0148 / 0
met4: 0 / 0 / 0
met5: 0 / 0 / -
[layout make-up]
class	instances	area, µm²
well taps	46	57.6
fillers	403	3010
repair buffers	22	198
multi-input cells	15	143
inverters	2	7.51
[worst max-delay path, stage by stage]
cell and delay [ns]:
sky130_fd_sc_hd__dlygate4sd2_1 0.24, sky130_fd_sc_hd__or4_4 0.56, sky130_fd_sc_hd__nor4_4 0.30, sky130_fd_sc_hd__xnor2_1 0.14, sky130_fd_sc_hd__buf_2 0.11
[what timing repair did]
action,in CTS,in global routing
setup endpoints to repair,7,2
pin swaps,4,2
gates resized,13,2
buffers inserted,1,0
hold endpoints to repair,0,0
Power figures rest on the tool's default switching activity, not on a simulated workload.
