### /design/flow/constraint.sdc
current_design LittleBox

set clk_period 2.0
set clk_io_pct 0.2

create_clock -name clk0 -period $clk_period [get_ports {clk}]

set non_clock_inputs [all_inputs -no_clocks]
set_input_delay [expr $clk_period * $clk_io_pct] -clock clk0 $non_clock_inputs
set_output_delay [expr $clk_period * $clk_io_pct] -clock clk0 [all_outputs]
### /design/flow/config.mk
export PLATFORM = sky130hd
export DESIGN_NAME = LittleBox
export DESIGN_NICKNAME = LittleBox
export VERILOG_FILES = /design/flow/design.v
export SDC_FILE = /design/flow/constraint.sdc
export NUM_CORES = 4
export LEC_CHECK = 1
export CORE_AREA = 10 10 96 96
export DIE_AREA = 0 0 106 106
### /design/flow/design.v
module LittleBox (
    input logic clk,
    input logic save,
    input logic load,
    input logic [1:0] addr,
    input byte in,
    output byte out
);
  byte mem[3:0];
  always_ff @(posedge clk) begin
    if (save) begin
      case (addr)
        2'b00: mem[0] <= in;
        2'b01: mem[1] <= in;
        2'b10: mem[2] <= in;
        2'b11: mem[3] <= in;
      endcase
    end
  end
  always_comb begin
    if (load) begin
      case (addr)
        2'b00: out = mem[0];
        2'b01: out = mem[1];
        2'b10: out = mem[2];
        2'b11: out = mem[3];
      endcase
    end else begin
      out = 1'h0;
    end
  end
endmodule
### /design/flow/run.sh
#!/bin/bash
# OpenROAD 26Q1-2900-gdf79404cd8, Yosys 0.63+post, stock flow scripts
make -C /OpenROAD-flow-scripts/flow DESIGN_CONFIG=/design/flow/config.mk WORK_HOME=/design/flow/orfs finish
==> impl_metrics.json <==
{
  "status": "finished clean",
  "clk_pin_slew_ps": 50,
  "routedWlPerCell_um": 13.0,
  "synth_stat.cells": 66,
  "antenna_found_initial": 0,
  "worstPathArrival_ps": 1580,
  "total_power_mw": 1.34,
  "cts_buffers": 5,
  "power-per-cell-area_nw_per_um2": 749,
  "final_area_um2": 1780,
  "period_minus_slack_ps": 1980,
  "fp.coreArea_um2": 7210,
  "final_max_slew_viol_count": 0,
  "syn_avg_cell_area_um2": 18.7,
  "ys_types": 12,
  "antennaDiodeCount": 0,
  "yosysWarnings": 2,
  "setup_violations": 0,
  "hold_viol_final": 0,
  "drt-met1-wl_um": 978,
  "die_y_um": 106,
  "edf_count": 32,
  "drive_gt1_share_pct": 27.8,
  "rsz0062_at_grt": "true",
  "slowest_delay_ps": 490,
  "synth-async-reset-ratio_pct": 0,
  "overflow": 0,
  "yosysSeqAreaShare_pct": 77.8,
  "dp.cells": 186,
  "wl_met3_um": 175,
  "regMostFlops": "mem",
  "synth.area.top_cells": "edfxtp_1, mux2i_1, o22ai_1",
  "common_cells": "edfxtp_1, mux2i_1, o22ai_1, nand2_1",
  "cp-end-kind": "primary output",
  "worst_pin_slew_ps": 453,
  "path_max_fanout": 10,
  "hold_path_class": "in -> reg",
  "largest_reg_flops": 32,
  "hold_ws_ps": 763,
  "first_pass_iters": 4,
  "slew_headroom_pct": 69.8,
  "top_layer": "met4",
  "drt-initial-drc-count": 9,
  "setup_ws_ps": 24.8,
  "wl_met2_um": 1350,
  "grt_pass1_wl_um": 3770,
  "io_pins": 21,
  "ys_ff": 32,
  "fmax_mhz": 506,
  "initCoreUtil_pct": 17.1,
  "grtUsageTotal_pct": 4.43,
  "hold_depth": 1,
  "flop_cell": "edfxtp_1",
  "yosys_area_um2": 1230,
  "grt_pass1_vias": 733,
  "cts_tree": "done",
  "crit_slowest_cell": "clkdlybuf4s50_1",
  "die_x_um": 106,
  "die_area_um2": 11200,
  "postPlaceCellArea_um2": 1580,
  "top_cell": "edfxtp_1",
  "hold_buffers": 0,
  "max_cap_violations": 0,
  "fin_crit_sh_pct": 98.8,
  "drc": 0,
  "grt_start_max_net_pins": 11,
  "gp_congestion": 0.685,
  "fillers": 750,
  "rows": 31,
  "pre_cts_ws_ps": -418,
  "cts_sinks": 32,
  "yosys.area.top_type_share_pct": 77.8,
  "warning_count": 27,
  "cts-root-buf": "clkbuf_8",
  "yosys.area.top_type": "edfxtp_1",
  "stdcell_count": 196,
  "wirelength_um": 2550,
  "worstSetupStartpointType": "input port",
  "via_per_inst": 3.56,
  "num_vias": 698,
  "hpwlAfterDp_um": 1730,
  "peakVddDrop_uv": 200,
  "numPortBuffers": 20,
  "required_ps": 1600,
  "path_class": "in -> out",
  "cts.path.max_buffers": 2,
  "netlist_area_um2": 1230,
  "path_cells": "buf_2 -> buf_12 -> mux2i_2 -> o22ai_4 -> clkdlybuf4s50_1",
  "htreeDepth": 2,
  "leakage_nw": 0.649,
  "reg_top3": "mem: 32 flops",
  "syn_inst": 66,
  "syn_to_final_growth_pct": 44.4,
  "drtAntennaViolNets": 0
}
==> report_power, final <==
group          internal (mW)  switching [mW]
combinational         0.0849          0.0653
clock                  0.223           0.181
sequential             0.774         0.00844
total                   1.08           0.254
==> critical path, delay by kind of cell <==
kind	cells	cell delay [ps]
buffers and inverters	3	800
muxes	1	170
AOI/OAI and AO/OA	1	190
==> stage by stage <==
step	utilization (%)	TNS, ps
global route	24.7	-39.3
floorplan	-	0
CTS	24.2	-13.3
detailed placement	21.9	-2680
finish	24.7	0
global placement	21.9	-2600
==> layout by cell type, fill, tap and decap left out, drive strengths merged <==
| master | n |
|---|---|
| mux2i | 16 |
| clkbuf | 5 |
| edfxtp | 32 |
| and3b | 1 |
| nand2 | 2 |
| and3 | 1 |
| nand2b | 1 |
| buf | 10 |
| o22ai | 8 |
| dlymetal6s2s | 2 |
| nor3b | 1 |
| nor2 | 1 |
| clkdlybuf4s50 | 12 |
| dlygate4sd2 | 5 |
==> layout make-up <==
| class | instances | area [µm²] | share of cell area (%) |
|---|---|---|---|
| Clock buffer | 5 | 68.8 | 3.86 |
| Tap cell | 99 | 124 | 6.95 |
| Sequential cell | 32 | 961 | 53.9 |
| Timing Repair Buffer | 29 | 294 | 16.5 |
| Multi-Input combinational cell | 31 | 335 | 18.8 |
==> cell families (layout without fill, tap and decap cells) <==
group | Yosys count | after routing | synth area share [%]
buffers and inverters | 3 | 34 | 1.92
muxes | 16 | 16 | 13.0
AOI/OAI and AO/OA | 8 | 8 | 4.05
and+or+nand+nor | 7 | 7 | 3.24
DFF | 32 | 32 | 77.8
==> path summary, 6_finish.rpt <==
check                    from   endpoint  slack [ps]
worst max-delay path  addr[1]     out[2]          20
worst min-delay path    in[7]  mem[2][7]         760
==> per-layer routing <==
layer,up-vias,GRT usage (%)
met5,-,0
li1,327,-
met4,0,0.774
met1,340,4.65
met3,6,1.96
met2,25,8.08
==> timing repair <==
item / CTS / global route
buffers inserted: 2 / 2
endpoints found under the hold margin: 0 / 0
resized: 24 / 5
cloned: 1 / 0
pin swaps: 0 / 2
setup endpoints to repair: 8 / 4
Power and IR drop assume default switching activity.
